==> ./design.v <==
`timescale 1ns / 1ps
module BCD2SEVEN (
    input clk,
    input [3:0] Dig_one,
    input [3:0] Dig_two,
    input [3:0] Dig_three,
    input [3:0] Dig_four,
    output  [15:0] Seg_Out
    );
reg [6:0] Seg;
reg [7:0] Count = 0;
reg [4:0] Count_Latch = 5'b00000;
reg [4:0] temp;
always @(posedge clk) 
begin
    if (Count == 48)
    begin
        temp = 5'b10000;
        if (Dig_one == 0) 
        begin
            Seg = 7'b1110111;
        end
        else if (Dig_one == 1) 
        begin
            Seg = 7'b0100100;
        end
        else if (Dig_one == 2) 
        begin
            Seg = 7'b0011111;
        end
        else if (Dig_one == 3) 
        begin
            Seg = 7'b0111110;
        end
        else if (Dig_one == 4) 
        begin
            Seg = 7'b1101100;
        end
        else if (Dig_one == 5) 
        begin
            Seg = 7'b1111010;
        end
        else if (Dig_one == 6) 
        begin
            Seg = 7'b1111011;
        end
        else if (Dig_one == 7) 
        begin
            Seg = 7'b0110100;
        end
        else if (Dig_one == 8) 
        begin
            Seg = 7'b1111111;
        end
        else if (Dig_one == 9) 
        begin
            Seg = 7'b1111110;
        end
		  else if (Dig_one == 10) 
        begin
            Seg = 7'b1111101;
        end
		  else if (Dig_one == 11) 
        begin
            Seg = 7'b1101011;
        end
		  else if (Dig_one == 12) 
        begin
            Seg = 7'b1010011;
        end
		  else if (Dig_one == 13) 
        begin
            Seg = 7'b0101111;
        end
		  else if (Dig_one == 14) 
        begin
            Seg = 7'b1011011;
        end
		  else if (Dig_one == 15) 
        begin
            Seg = 7'b1011001;
        end
    end
    else if (Count == 32) 
    begin
    	temp = 5'b01000;
        if (Dig_two == 0) 
        begin
            Seg = 7'b1110111;
        end
        else if (Dig_two == 1) 
        begin
            Seg = 7'b0100100;
        end
        else if (Dig_two == 2) 
        begin
            Seg = 7'b0011111;
        end
        else if (Dig_two == 3) 
        begin
            Seg = 7'b0111110;
        end
        else if (Dig_two == 4) 
        begin
            Seg = 7'b1101100;
        end
        else if (Dig_two == 5) 
        begin
            Seg = 7'b1111010;
        end
        else if (Dig_two == 6) 
        begin
            Seg = 7'b1111011;
        end
        else if (Dig_two == 7) 
        begin
            Seg = 7'b0110100;
        end
        else if (Dig_two == 8) 
        begin
            Seg = 7'b1111111;
        end
        else if (Dig_two == 9) 
        begin
            Seg = 7'b1111110;
        end
		  else if (Dig_one == 10) 
        begin
            Seg = 7'b1111101;
        end
		  else if (Dig_one == 11) 
        begin
            Seg = 7'b1101011;
        end
		  else if (Dig_one == 12) 
        begin
            Seg = 7'b1010011;
        end
		  else if (Dig_one == 13) 
        begin
            Seg = 7'b0101111;
        end
		  else if (Dig_one == 14) 
        begin
            Seg = 7'b1011011;
        end
		  else if (Dig_one == 15) 
        begin
            Seg = 7'b1011001;
        end
    end
    else if (Count == 16) 
    begin
        temp = 5'b00010;
        if (Dig_three == 0) 
        begin
            Seg = 7'b1110111;
        end
        else if (Dig_three == 1) 
        begin
            Seg = 7'b0100100;
        end
        else if (Dig_three == 2) 
        begin
            Seg = 7'b0011111;
        end
        else if (Dig_three == 3) 
        begin
            Seg = 7'b0111110;
        end
        else if (Dig_three == 4) 
        begin
            Seg = 7'b1101100;
        end
        else if (Dig_three == 5) 
        begin
            Seg = 7'b1111010;
        end
        else if (Dig_three == 6) 
        begin
            Seg = 7'b1111011;
        end
        else if (Dig_three == 7) 
        begin
            Seg = 7'b0110100;
        end
        else if (Dig_three == 8) 
        begin
            Seg = 7'b1111111;
        end
        else if (Dig_three == 9) 
        begin
            Seg = 7'b1111110;
        end
		  else if (Dig_one == 10) 
        begin
            Seg = 7'b1111101;
        end
		  else if (Dig_one == 11) 
        begin
            Seg = 7'b1101011;
        end
		  else if (Dig_one == 12) 
        begin
            Seg = 7'b1010011;
        end
		  else if (Dig_one == 13) 
        begin
            Seg = 7'b0101111;
        end
		  else if (Dig_one == 14) 
        begin
            Seg = 7'b1011011;
        end
		  else if (Dig_one == 15) 
        begin
            Seg = 7'b1011001;
        end
    end
    else if (Count == 0) 
    begin
        temp = 5'b00001;
        if (Dig_four == 0) 
        begin
            Seg = 7'b1110111;
        end
        else if (Dig_four == 1) 
        begin
            Seg = 7'b0100100;
        end
        else if (Dig_four == 2) 
        begin
            Seg = 7'b0011111;
        end
        else if (Dig_four == 3) 
        begin
            Seg = 7'b0111110;
        end
        else if (Dig_four == 4) 
        begin
            Seg = 7'b1101100;
        end
        else if (Dig_four == 5) 
        begin
            Seg = 7'b1111010;
        end
        else if (Dig_four == 6) 
        begin
            Seg = 7'b1111011;
        end
        else if (Dig_four == 7) 
        begin
            Seg = 7'b0110100;
        end
        else if (Dig_four == 8) 
        begin
            Seg = 7'b1111111;
        end
        else if (Dig_four == 9) 
        begin
            Seg = 7'b1111110;
        end
		  else if (Dig_one == 10) 
        begin
            Seg = 7'b1111101;
        end
		  else if (Dig_one == 11) 
        begin
            Seg = 7'b1101011;
        end
		  else if (Dig_one == 12) 
        begin
            Seg = 7'b1010011;
        end
		  else if (Dig_one == 13) 
        begin
            Seg = 7'b0101111;
        end
		  else if (Dig_one == 14) 
        begin
            Seg = 7'b1011011;
        end
		  else if (Dig_one == 15) 
        begin
            Seg = 7'b1011001;
        end
    end
    Count = Count + 1;
    if (Count == 64)
    begin
        Count = 0;
    end
end
assign Seg_Out[0] = 0;
assign Seg_Out[8] = 0;
assign Seg_Out[9] = 0;
assign Seg_Out[15] = 0;
assign Seg_Out[7:1] = Seg;
assign Seg_Out[14:10] = temp;
endmodule
==> ./run.sh <==
#!/bin/bash
# OpenROAD 26Q1-2900-gdf79404cd8, Yosys 0.63+post, stock flow scripts
make -C /OpenROAD-flow-scripts/flow DESIGN_CONFIG=/design/flow/config.mk WORK_HOME=/design/flow/orfs finish
==> ./config.mk <==
export PLATFORM = sky130hd
export DESIGN_NAME = BCD2SEVEN
export DESIGN_NICKNAME = BCD2SEVEN
export VERILOG_FILES = /design/flow/design.v
export SDC_FILE = /design/flow/constraint.sdc
export NUM_CORES = 4
export LEC_CHECK = 1
export CORE_AREA = 10 10 109 109
export DIE_AREA = 0 0 119 119
==> ./constraint.sdc <==
current_design BCD2SEVEN

set clk_period 3.1
set clk_io_pct 0.2

create_clock -name clk0 -period $clk_period [get_ports {clk}]

set non_clock_inputs [all_inputs -no_clocks]
set_input_delay [expr $clk_period * $clk_io_pct] -clock clk0 $non_clock_inputs
set_output_delay [expr $clk_period * $clk_io_pct] -clock clk0 [all_outputs]
==> results.tsv <==
stage	metric	value	unit
critical_path	end_kind	flip-flop	
detailed_routing	routedWlPerCell	14.64	um
placement	dp_slack	412.8	ps
run	warnings	27	
pwr	irDropWorstVdd	124.0	uV
finish	area_growth	19.48	%
clocking	htree_num_levels	1	
synthesis	xor_area_share	5.330	%
clocking	clkTransAtPathRegs	80	ps
pwr	leakage	0.8084	nW
synthesis	fa_ha_area_share	3.426	%
floorplanning	dieHeight	119	um
floorplanning	rows	36	
critical_path	arrival	2620	ps
floorplanning	core_area	0.009639	sq mm
floorplanning	fp-utilization	20.46	%
synthesis	synth_cells	258	
hold_path	min_path_type	reg2reg	
synthesis	ys_cells	258	
grt	overflow	0	
synthesis	ys.flop_type	dfxtp_1	
synthesis	netlist_area	0.001972	sq mm
clocking	postCtsSetupRepairBufs	0	
final_timing	finalSetupViolCount	0	
floorplanning	dieArea	0.01416	sq mm
grt	grt_pass1_vias	1891	
final_timing	fmax	402.0	MHz
synthesis	edf_count	7	
grt	grt_usage	7.923	%
clocking	cts_max_path_buffers	2	
final_timing	grt_setup_unrepaired	no	
grt	grt_pass1_wl	9.528	mm
synthesis	synth.distinct_cells	68	
finish	comb_area	0.001350	sq mm
clocking	tritoncts	built	
clocking	ctsHoldBuffers	0	
critical_path	r2r_setup_slack	940	ps
synthesis	synth_flops	19	
final_timing	setup_tns	0	ps
final_timing	period_used_share	80.24	%
synthesis	mux_share	1.523	%
critical_path	crit_fanout	14	
detailed_routing	antenna_cells	0	
detailed_routing	drt.antenna.violating_nets	0	
run	cap_violations	0	
floorplanning	boundaryPins	33	
synthesis	compound_area_share	29.89	%
detailed_routing	avgViaCountPerCell	4.983	
clocking	cts_root_buf	clkbuf_8	
clocking	numClockSinks	19	
final_timing	worst_pin_slew	601.5	ps
critical_path	cp.required	3240	ps
critical_path	timing.critical_path.to	Seg[1]	
detailed_routing	firstDrtPassIters	7	
detailed_routing	route.vias.total	2003	
pwr	power_density	258.1	mW/mm^2
placement	gp_congestion	0.9363	
floorplanning	die_x	119	um
clocking	cts_resized	0	
final_timing	slew_viol_final	0	
synthesis	simple_gate_share	27.35	%
synthesis	synthTopLogicFamily	AND-OR/OR-AND gates	
finish	fill_cells	1078	
clocking	clk_latency	260	ps
synthesis	async_reset_ff_share	0	%
grt	antenna_found_initial	0	
placement	io_buffers	27	
final_timing	clock_skew	2.446	ps
critical_path	crit_type	in2reg	
pwr	total_power	608.2	uW
finish	fin_util	24.44	%
synthesis	yosys.stat.seqShare	22.84	%
critical_path	critPathLaunch	Dig_one[0]	
synthesis	yosys_warnings	1	
final_timing	max_slew_margin	59.77	%
critical_path	timing.rr.end	Seg[4]	
synthesis	syn_area_per_cell	7.643	sq um
critical_path	start_kind	input pin	
detailed_routing	drc_errors	0	
clocking	cts_buffers	3	
synthesis	yosysChipArea	0.001972	sq mm
final_timing	timing.final.ws_setup	612.5	ps
final_timing	period_minus_slack	2487	ps
critical_path	r2r_cells	7	
run_status	status	complete, no violations	
placement	hpwlAfterDp	4.400	mm
grt	grt_max_degree	21	
detailed_routing	drt-total-wl	5.887	mm
final_timing	final_hold_viol_count	0	
finish	register_area	450.4	sq um
finish	drive_gt1_share	8.178	%
detailed_routing	drt_iter0_drc	117	
critical_path	reg2reg_from	Count[0]	
## Yosys cell counts, drive strengths merged (4+ instances only)
| master | count | area [sq um] |
|---|---|---|
| clkbuf | 7 | 26.28 |
| xnor2 | 9 | 78.83 |
| nand2b | 6 | 37.54 |
| nand3 | 13 | 65.06 |
| nor2 | 24 | 92.59 |
| nor2b | 6 | 37.54 |
| nand2 | 15 | 56.30 |
| a31oi | 4 | 25.02 |
| o22ai | 4 | 25.02 |
| inv | 11 | 41.29 |
| o211ai | 5 | 37.54 |
| o221ai | 5 | 43.79 |
| dfxtp | 12 | 240.2 |
| edfxtp | 7 | 210.2 |
| buf | 21 | 118.9 |
| o21ai | 12 | 60.05 |
| a21oi | 13 | 65.06 |
| nand4 | 4 | 25.02 |
| nor3 | 11 | 55.05 |
## power breakdown
group,internal [mW],switching (mW),leakage [nW]
Sequential,0.259,0,0.163
Clock,0.0914,0.0938,0.0260
Combinational,0.0718,0.0922,0.620
## state kept, by name (all words and copies together) (netlist names)
signal	count
Count	8
Seg	7
temp	4
## worst max-delay path: stages
cell,delay (ps)
clkdlybuf4s50_1,800
xor2_1,250
o22ai_1,180
a22o_1,230
a2111oi_2,380
o31a_1,160
## metal layers
metal / GRT usage (%) / vias up / wire (um)
met5: 0 / - / 0
met1: 10.60 / 933 / 2596
met3: 2.014 / 10 / 442
met2: 12.79 / 74 / 2761
met4: 1.374 / 0 / 86
li1: - / 986 / -
## layout make-up
| class | count | share of cell area, % |
|---|---|---|
| Timing Repair Buffer | 31 | 12.75 |
| Inverter | 11 | 1.753 |
| Clock buffer | 3 | 1.753 |
| Multi-Input combinational cell | 204 | 57.30 |
| Sequential cell | 19 | 19.12 |
| Tap cell | 133 | 7.063 |
| Clock inverter | 1 | 0.2655 |
## stage by stage
stage	hold WS (ps)	instance area [sq um]	std cells
after detailed placement	445.8	2308	398
after global placement	437.6	2308	398
final	461.1	2356	402
after global routing	478.9	2356	402
after floorplan	400.2	1987	262
after CTS	460.8	2356	402
## layout by cell type (no fill, tap or decap), types with 4 or more instances in the layout
cell              n
nor3_1           11
edfxtp_1          7
nor2_1           23
o22ai_1           4
nand3_1          13
buf_4             4
clkdlybuf4s50_1  27
nand2_1          15
nand2b_1          6
nand4_1           4
a31oi_1           4
inv_1             8
o221ai_1          5
dfxtp_1          12
xnor2_1           9
conb_1            5
a21oi_1          13
nor2b_1           6
o21ai_0          11
o211ai_1          5
## worst min-delay path by stage
| stage | start | to | slack [ps] | depth (start not counted) |
|---|---|---|---|---|
| 6_report | temp[1] | temp[1] | 460 | 1 |
| 5_1_grt | temp[1] | temp[1] | 480 | 1 |
| 4_1_cts | temp[1] | temp[1] | 460 | 1 |
## cells by family after synthesis
logic type,count (synthesis)
simple gates,98
flops,19
compound gates,80
fa+ha+maj,6
mux,3
xor+xnor,12
buf+inv,39
other cells,1
Power figures rest on the tool's default switching activity, not on a simulated workload.
