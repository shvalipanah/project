**/design/flow/config.mk**
```make
export PLATFORM = sky130hd
export DESIGN_NAME = sevenSegDriver
export DESIGN_NICKNAME = sevenSegDriver
export VERILOG_FILES = /design/flow/design.v
export SDC_FILE = /design/flow/constraint.sdc
export NUM_CORES = 4
export LEC_CHECK = 1
export CORE_AREA = 10 10 70 70
export DIE_AREA = 0 0 80 80
```
**/design/flow/constraint.sdc**
```tcl
current_design sevenSegDriver

set clk_period 3.5
set clk_io_pct 0.2

create_clock -name clk0 -period $clk_period [get_ports {clk}]

set non_clock_inputs [all_inputs -no_clocks]
set_input_delay [expr $clk_period * $clk_io_pct] -clock clk0 $non_clock_inputs
set_output_delay [expr $clk_period * $clk_io_pct] -clock clk0 [all_outputs]
```
**/design/flow/design.v**
```verilog
`timescale 1ns / 1ps
module sevenSegDriver(
    input clk,
    input [7:0] input_data,
    output reg latch,
    output reg out_data
    );
reg [3:0] tousend;
reg [3:0] hundred;
reg [3:0] ten;
reg [3:0] one;
reg [15:0] Thousands;
reg [15:0] Hundreds;
reg [15:0] Tens;
reg [15:0] Ones;
reg [15:0] temp_in;
reg [5:0] counter;
 initial 
	counter = 0;
always @(input_data)
	begin
	one = input_data[3:0];
	ten = input_data[7:4];
end
always@(posedge clk)
	begin
		case(ten)
		   4'b0000: Tens = 16'b100000011101110;  
			4'b0001: Tens = 16'b100000001001000;  
			4'b0010: Tens = 16'b100000000111110;  
			4'b0011: Tens = 16'b100000001111100;  
			4'b0100:	Tens = 16'b100000011011000;  
			4'b0101: Tens = 16'b100000011110100;  
			4'b0110: Tens = 16'b100000011110110;  
			4'b0111: Tens = 16'b100000001101000;  
			4'b1000: Tens = 16'b100000011111110;  
			4'b1001: Tens = 16'b100000011111100;  
			4'b1010: Tens = 16'b100000011111010;  
			4'b1011: Tens = 16'b100000011010110;  
			4'b1100: Tens = 16'b100000010100110;  
			4'b1101: Tens = 16'b100000001011110;  
			4'b1110: Tens = 16'b100000010110110;  
			4'b1111: Tens = 16'b100000010110010;  
		endcase
		case(one)
		   4'b0000: Ones = 16'b010000011101110;  
			4'b0001: Ones = 16'b010000001001000;  
			4'b0010: Ones = 16'b010000000111110;  
			4'b0011: Ones = 16'b010000001111100;  
			4'b0100:	Ones = 16'b010000011011000;  
			4'b0101: Ones = 16'b010000011110100;  
			4'b0110: Ones = 16'b010000011110110;  
			4'b0111: Ones = 16'b010000001101000;  
			4'b1000: Ones = 16'b010000011111110;  
			4'b1001: Ones = 16'b010000011111100;  
			4'b1010: Ones = 16'b010000011111010;  
			4'b1011: Ones = 16'b010000011010110;  
			4'b1100: Ones = 16'b010000010100110;  
			4'b1101: Ones = 16'b010000001011110;  
			4'b1110: Ones = 16'b010000010110110;  
			4'b1111: Ones = 16'b010000010110010;  
		endcase
			 if ( counter < 15 && counter >= 0)   
			   begin
				   latch = 1;
					out_data = Ones[0];
					Ones = Ones >> 1'b1;
					counter = counter + 1;
			   end
			if( counter == 15)  
						   begin
								out_data = Ones[0];
								Ones = Ones >> 1'b1;
								counter = counter + 1;
								latch = 0;
							end	
			if( counter < 31 && counter >= 16)
					begin
					   latch = 1;
						out_data = Tens[0];
						Tens = Tens >> 1'b1;
						counter = counter + 1;
					end
			if( counter == 31)  
						   begin
								out_data = Tens[0];
								Tens = Tens >> 1'b1;
								counter = counter + 1;
								latch = 0;
								counter = 0;
							end	
	end	
endmodule
```
**/design/flow/run.sh**
```bash
#!/bin/bash
# OpenROAD 26Q1-2900-gdf79404cd8, Yosys 0.63+post, stock flow scripts
make -C /OpenROAD-flow-scripts/flow DESIGN_CONFIG=/design/flow/config.mk WORK_HOME=/design/flow/orfs finish
```
==> flow_metrics.py <==
# Auto-generated metrics
metrics = {
    "run_status": {
        "outcome": "finished clean",
    },
    "power_and_ir_drop": {
        "p_int_mw": 0.1420,
        "p_switching_mw": 0.03755,
        "powerDensity_nw_per_um2": 145.0,
        "pwr-share-clk": 0.441,
        "power.leakage_nw": 0.4359,
        "power_frac_comb": 0.045,
        "p_sw_frac": 0.2091,
        "vdd_drop_max_uv": 102.0,
        "seq_power_share": 0.514,
    },
    "finish": {
        "syn_to_final_growth_pct": 39.44,
        "final-seq-area_um2": 173.9,
        "fillCellCount": 332,
        "multiInputGateArea_um2": 744.5,
        "final_util": 0.3626,
        "drive_gt1_frac": 0.4000,
    },
    "setup_path": {
        "r2r_slack_ns": 0.09,
        "cp.arrival_ns": 3.57,
        "max_stage_delay_ns": 0.38,
        "worst-path-stages": 13,
        "crit_type": "reg -> reg",
        "crit_path_end_kind": "register",
        "cp_top_family": "AND-OR/OR-AND gates",
        "slowest_stage": "a311oi_4",
        "start_kind": "register",
        "crit_chain": "ha_4, a311oi_4, mux2_4, ha_4, nand4_1, o21ai_4, xor2_2, ha_4, inv_1, a211o_1, o21ai_4, mux2_4, o32a_1",
        "cp_max_fo": 4,
        "ff2ff_path_depth": 13,
        "path_buffers": 1,
        "crit_required_ns": 3.66,
        "cpMostUsedCell": "ha_4",
    },
    "timing": {
        "timing.hold.ws_ns": 0.4815,
        "fin_setup_tns_ns": 0,
        "worstMarginPinSlew_ns": 0.3769,
        "slew_headroom": 0.7487,
        "fmax_ghz": 0.2929,
        "hold_violations": 0,
        "fin_ws_ns": 0.08529,
        "finalClockSkew_ns": 0.01004,
        "setup_viol": 0,
        "maxSlewViolCount": 0,
        "fin_crit_ns": 3.415,
        "post-route-period-util": 0.9756,
    },
    "drt": {
        "antenna_cells": 0,
        "drt-pass1-iter-count": 5,
        "drc": 0,
        "via_per_inst": 5.281,
        "drt_iter0_markers": 39,
        "wl_per_cell_um": 13.42,
        "final_antenna_net_count": 0,
        "num_vias": 903,
        "routed_wl_mm": 2.295,
    },
    "die": {
        "die_h_um": 80,
        "dieArea_um2": 6400,
        "design.portCount": 11,
        "initCoreUtil": 0.2601,
        "fp-row-count": 21,
        "coreArea_um2": 3416,
        "die_w_um": 80,
    },
    "synthesis": {
        "ys_area_um2": 888.4,
        "synth-edff-count": 1,
        "syn-cell-area_um2": 888.4,
        "ys_ff": 8,
        "synth_cells": 99,
        "logic_family": "AND-OR/OR-AND gates",
        "synth_seq_share": 0.1915,
        "ys_warn_count": 1,
        "synthFlopType": "dfxtp_1",
        "synthDistinctLibCells": 54,
        "ys_sh_aoi": 0.4141,
        "adder_share": 0.04225,
        "mux_area_frac": 0.06479,
        "ys_sh_xor": 0.04789,
        "async_flop_share": 0,
        "syn_avg_cell_area_um2": 8.973,
        "simple_gate_share": 0.1620,
        "ys_cells": 99,
    },
    "global_routing": {
        "grt_pass1_wl_mm": 3.801,
        "grt-ovfl-total": 0,
        "grt_max_degree": 14,
        "first_global_vias": 848,
        "antenna_found_initial": 0,
        "grtUsageTotal": 0.06887,
    },
    "flow_run": {
        "drv_cap": 0,
        "warning_count": 30,
    },
    "clock_network": {
        "htree_levels": 1,
        "cts_buffers": 3,
        "root_buffer": "clkbuf_4",
        "cts_tree": "built",
        "cts.clk_slew.worst_paths_ns": 0.06,
        "clk_latency_ns": 0.27,
        "clock_path_buffers": 2,
        "clkSinkCount": 8,
    },
    "place": {
        "place.gp.congestion": 0.8198,
        "place_ws_ns": 0.04872,
        "place.port_buffers": 6,
        "hpwlAfterDp_mm": 1.648,
    },
    "min_path": {
        "hold_depth": 1,
        "hold_class": "reg -> reg",
    },
}
-- final cells by class --
| class | instances | share of cell area |
|---|---|---|
| Multi-Input combinational cell | 82 | 0.6010 |
| Timing Repair Buffer | 28 | 0.1818 |
| Sequential cell | 8 | 0.1404 |
| Tap cell | 46 | 0.04646 |
| Clock buffer | 4 | 0.02121 |
| Inverter | 3 | 0.009091 |
-- layer usage --
| layer | GRT usage | wire [um] |
|---|---|---|
| met5 | 0 | 0 |
| met3 | 0.01136 | 109 |
| met1 | 0.09434 | 1092 |
| met4 | 0.01056 | 32 |
| met2 | 0.1124 | 1060 |
-- kinds of logic (layout without fill, tap and decap cells) --
group | count (synthesis) | after routing
fa+ha+maj | 3 | 3
compound gates | 44 | 44
mux | 5 | 5
xor+xnor | 4 | 4
flops | 8 | 8
simple gates | 26 | 26
buf+inv | 9 | 35
-- synthesized netlist by cell type, types with 3 or more instances --
master / n / area (um2)
nor2b_1: 3 / 18.77
o21ai_0: 6 / 30.03
buf_6: 4 / 45.04
nand4_1: 3 / 18.77
a31oi_1: 5 / 31.28
nand2_1: 7 / 26.28
a21oi_1: 4 / 20.02
dfxtp_1: 7 / 140.1
ha_1: 3 / 37.54
nor2_1: 3 / 11.26
-- what timing repair did --
item                                    CTS  global route
resized                                   0            11
endpoints found under the hold margin     0             0
endpoints found under the setup margin    0             8
hold buffers                              0             0
buffers inserted                          0             5
-- state kept, by name (all words and copies together) (netlist names) --
register and count:
counter 6, out_data 1, latch 1
-- power by group through the flow --
stage / clock (mW) / sequential, mW / combinational, mW
after CTS: 0.0800 / 0.0922 / 0.00762
after global routing: 0.0883 / 0.0921 / 0.00892
final: 0.0792 / 0.0923 / 0.00813
-- worst reg2reg max path: stages, from the launching register on --
cell	delay [ns]
dfxtp_4	0.35
ha_4	0.17
a311oi_4	0.38
mux2_4	0.36
ha_4	0.17
nand4_1	0.13
o21ai_4	0.11
xor2_2	0.22
ha_4	0.17
inv_1	0.05
a211o_1	0.31
o21ai_4	0.22
mux2_4	0.34
o32a_1	0.33
-- layout by cell type, fill, tap and decap left out, drive strengths merged, types with 3 or more instances in the layout --
master / instances
nand2: 7
clkdlybuf4s50: 6
a21oi: 5
inv: 3
nand4: 3
xor2: 3
clkbuf: 4
a31oi: 5
dfxtp: 7
nor2: 4
o211ai: 4
buf: 22
nor2b: 3
mux2: 3
ha: 3
o21ai: 9
-- worst paths after layout --
kind / from / to
max: counter[0] / latch
min: latch / latch
max reg2reg: counter[0] / latch
min reg2reg: latch / latch
-- stage by stage --
step	instances	total power, mW	instance area (um2)
2_1_floorplan	99	0.09659	920.9
5_1_grt	171	0.1893	1239
3_5_place_dp	162	0.1018	1102
6_report	171	0.1796	1239
4_1_cts	166	0.1798	1129
3_3_place_gp	162	0.1016	1102
Power figures rest on the tool's default switching activity, not on a simulated workload.
