==> flow/design.v <==
`timescale 1ns / 1ps
module Execute(
    input [4:0] aluop,
    input [7:0] op1,
    input [7:0] op2,
    input [7:0] immdata,
    input [7:0] memorydata,
	 input [7:0] dipsdata,
	 output reg [7:0]DatainMemory,
	 output reg [8:0]datainseg,
	 output reg en_write,
	 output reg jump,
	 output reg en_writedm,
    output reg [7:0] data_output,
	 output reg [7:0] DataMemoryAddress
    );
	 reg [3:0] flags; 
	 reg[8:0]result ;
	 reg [8:0]temp1,temp2;
	 reg [15:0] res16;
	 initial 
	 begin
	 flags = 0;
	 datainseg =0;
	 jump =0;
	 en_write=0;
	 en_writedm=0;
	 data_output=0;
	 DatainMemory=0;
	 DataMemoryAddress=0;
	 end
	 always@(*) 
	 begin
		case(aluop)
			0: 
			begin
			data_output=0;
			en_write=0;
			datainseg=0;
			jump=0;
			DatainMemory=0;
			en_writedm=0;
			end
			1 :  
			begin 
			temp1 ={1'b0,op1};
			temp2 ={1'b0,op2};
			result = temp1+temp2;
			data_output = result[7:0];
			flags[2]=result[8];
			flags[1]=((~op1[7]&~op2[7]&result[7])|(op1[7]&op2[7]&~result[7]));
			flags[0]=result[7];
			flags[3]= result[7:0]==0 ? 1 : 0;
			en_write = 1;
			datainseg = 0;
			en_writedm = 0;
			jump = 0;
			DatainMemory =0;
			end
			2 : 
			begin
			result = op1&op2; 
			flags[0]=result[7];
			flags[1]=0;
			flags[2]=0;
			flags[3]= result[7:0]==0 ? 1 : 0;
			data_output = result[7:0];
			en_write = 1;
			datainseg = 0;
			en_writedm = 0;
			jump = 0;
			DatainMemory =0;
			end
			3 :  
			begin 
			temp1 ={1'b0,op1};
			temp2 ={1'b0,op2};
			result = temp1-temp2;
			data_output = result[7:0];
			flags[2]=result[8];
			flags[1]=((~op1[7]&~op2[7]&result[7])|(op1[7]&op2[7]&~result[7]));
			flags[0]=result[7];
			flags[3]= result[7:0]==0 ? 1 : 0;
			en_write = 1;
			datainseg = 0;
			en_writedm = 0;
			jump = 0;
			DatainMemory =0;
			end
			4:  
			begin
			result = op1|op2; 
			flags[0]=result[7];
			flags[1]=0;
			flags[2]=0;
			flags[3]= result[7:0]==0 ? 1 : 0;
			data_output = result[7:0];
			en_write = 1;
			datainseg = 0;
			en_writedm = 0;
			jump = 0;
			DatainMemory =0;
			end
			5 :  
			begin
			result = op1^op2; 
			flags[0]=result[7];
			flags[1]=0;
			flags[2]=0;
			flags[3]= result[7:0]==0 ? 1 : 0;
			data_output = result[7:0];
			en_write = 1;
			datainseg = 0;
			en_writedm = 0;
			jump = 0;
			DatainMemory =0;
			end
			6 :  
			begin
			data_output = op2;
			en_write = 1;
			datainseg = 0;
			en_writedm = 0;
			jump = 0;
			DatainMemory =0;
			end
			7 :  
			begin
			data_output = ~op2;
			en_write = 1;
			datainseg = 0;
			en_writedm = 0;
			jump = 0;
			DatainMemory =0;
			end
			8 :  
			begin 
			res16 = $signed({op1,op1})>>>op2;;
			data_output = res16[15:8] ;
			flags[2] = res16[7];
			flags[1] =(op1[7]==data_output[7]) ? 0 : 1;
			flags[0] = data_output[7];
			flags[3]=data_output ==0 ? 1 : 0;
			en_write = 1;
			datainseg = 0;
			en_writedm = 0;
			jump = 0;
			DatainMemory =0;
			end
			9: 
			begin 
			res16 = $signed({op1,op1})>>op2;;
			data_output = res16[15:8] ;
			flags[2] = res16[7];
			flags[1] =(op1[7]==data_output[7]) ? 0 : 1;
			flags[0] = data_output[7];
			flags[3]=data_output ==0 ? 1 : 0;
			en_write = 1;
			datainseg = 0;
			en_writedm = 0;
			jump = 0;
			DatainMemory =0;
			end
		   10 : 
			begin 
			res16 = $signed({op1,op1})<<<op2;;
			data_output = res16[7:0] ;
			flags[2] = res16[8];
			flags[1] =(op1[7]==data_output[7]) ? 0 : 1;
			flags[0] = data_output[7];
			flags[3]=data_output ==0 ? 1 : 0;
			en_write = 1;
			datainseg = 0;
			en_writedm = 0;
			jump = 0;
			DatainMemory =0;
			end
			11 : 
			begin 
			res16 = $signed({op1,op1})<<op2;;
			data_output = res16[7:0] ;
			flags[2] = res16[8];
			flags[1] =(op1[7]==data_output[7]) ? 0 : 1;
			flags[0] = data_output[7];
			flags[3]=data_output ==0 ? 1 : 0;
			en_write = 1;
			datainseg = 0;
			en_writedm = 0;
			jump = 0;
			DatainMemory =0;
			end
			12 : 
			begin 
			res16 = $signed({op1,op1})<<op2;;
			data_output = res16[15:8] ;
			flags[2] = res16[7];
			flags[1] =(op1[7]==data_output[7]) ? 0 : 1;
			flags[0] = data_output[7];
			flags[3]=data_output ==0 ? 1 : 0;
			en_write = 1;
			datainseg = 0;
			en_writedm = 0;
			jump = 0;
			DatainMemory =0;
			end
			13: 
			begin 
			res16 = $signed({op1,op1})>>op2;;
			data_output = res16[7:0] ;
			flags[2] = res16[8];
			flags[1] =(op1[7]==data_output[7]) ? 0 : 1;
			flags[0] = data_output[7];
			flags[3]=data_output ==0 ? 1 : 0;
			en_write = 1;
			datainseg = 0;
			en_writedm = 0;
			jump = 0;
			DatainMemory =0;
			end
			14 : 
			begin 
			temp1 ={1'b0,op1};
			result = temp1+1;
			data_output = result[7:0];
			flags[2]=result[8];
			flags[1]=(~op1[7]&result[7]);
			flags[0]=result[7];
			flags[3]= (result[7:0]==0) ? 1 : 0;
			en_write = 1;
			datainseg = 0;
			en_writedm = 0;
			jump = 0;
			DatainMemory =0;
			end
			15 : 
			begin 
			temp1 ={1'b0,op1};
			result = temp1-1;
			data_output = result[7:0];
			flags[2]=result[8];
			flags[1]=(~op1[7]&result[7]);
			flags[0]=result[7];
			flags[3]= (result[7:0]==0) ? 1 : 0;
			en_write = 1;
			datainseg = 0;
			en_writedm = 0;
			jump = 0;
			DatainMemory =0;
			end
			16 : 
			begin
			data_output = op1; 
			en_write = 0;
			datainseg = 0;
			en_writedm = 0;
			jump = 0;
			DatainMemory =0;
			end
			17 : 
			begin
			data_output = op1;
			en_write = 0;
			datainseg = {1'b1,op1[7:0]};
			en_writedm = 0;
			jump = 0;
			DatainMemory =0;
			end
			18 :
			begin 
			temp1 ={1'b0,op1};
			temp2 ={1'b0,op2};
			result = temp1-temp2;
			data_output = result[7:0];
			flags[2]=result[8];
			flags[1]=((~op1[7]&~op2[7]&result[7])|(op1[7]&op2[7]&~result[7]));
			flags[0]=result[7];
			flags[3]= result[7:0]==0 ? 1 : 0;
			en_write = 0;
			datainseg = 0;
			en_writedm = 0;
			jump = 0;
			DatainMemory =0;
			end
			19 : 
			begin 
			if(flags[3] == 1)
				jump =1;
			else
				jump=0;
			data_output = 0;
			en_write = 0;
			datainseg = 0;
			en_writedm = 0;
			DatainMemory =0;
			end
			20 : 
			begin 
			if(flags[2] == 1)
				jump =1;
			else
				jump=0;
			data_output = 0;
			en_write = 0;
			datainseg = 0;
			en_writedm = 0;
			DatainMemory =0;
			end
			21 : 
			begin 
			if(flags[3] == 0 && flags[2] == 0 )
				jump =1;
			else
				jump=0;
			data_output = 0;
			en_write = 0;
			datainseg = 0;
			en_writedm = 0;
			DatainMemory =0;
			end
			22 : 
			begin 
			if(flags[0] !=flags[1] )
				jump =1;
			else
				jump=0;
			data_output = 0;
			en_write = 0;
			datainseg = 0;
			en_writedm = 0;
			DatainMemory =0;
			end
			23 : 
			begin 
			if(flags[0] ==flags[1] && flags[3] ==0)
				jump =1;
			else
				jump=0;
			data_output = 0;
			en_write = 0;
			datainseg = 0;
			en_writedm = 0;
			DatainMemory =0;
			end
			24 : 
			begin 
			jump =1;
			data_output = 0;
			en_write = 0;
			datainseg = 0;
			en_writedm = 0;
			DatainMemory =0;
			end
			25 : 
			begin
			jump =0;
			data_output = immdata;
			en_write = 1;
			datainseg = 0;
			en_writedm = 0;
			DatainMemory =0;
			end
			26 : 
			begin
			jump =0;
			data_output = memorydata;
			en_write = 1;
			datainseg = 0;
			en_writedm = 0;
			DatainMemory =0;
			DataMemoryAddress=immdata;
			end
			27 : 
			begin
			jump =0;
			data_output = op1;
			en_write = 0;
			datainseg = 0;
			en_writedm = 1;
			DatainMemory =op1;
			DataMemoryAddress=immdata;
			end
			28 : 
			begin
			jump =0;
			data_output =  dipsdata ;
			en_write = 1;
			datainseg = 0;
			en_writedm = 0;
			DatainMemory =0;
			end
			29 : 
			begin
			jump =0;
			data_output = memorydata  ;
			en_write = 0;
			datainseg = 0;
			en_writedm = 0;
			DatainMemory =0;
			DataMemoryAddress=immdata;
			end
			30 : 
			begin
			jump =0;
			data_output = memorydata ;
			en_write = 0;
			datainseg ={1'b1,memorydata};
			en_writedm = 0;
			DatainMemory =0;
			DataMemoryAddress=immdata;
			end
			default :
			begin
			data_output=0;
			en_write=0;
			datainseg=0;
			jump=0;
			DatainMemory=0;
			en_writedm=0;
			end
			endcase
	 end
endmodule
==> flow/run.sh <==
#!/bin/bash
# OpenROAD 26Q1-2900-gdf79404cd8, Yosys 0.63+post, stock flow scripts
make -C /OpenROAD-flow-scripts/flow DESIGN_CONFIG=/design/flow/config.mk WORK_HOME=/design/flow/orfs finish
==> flow/config.mk <==
export PLATFORM = sky130hd
export DESIGN_NAME = Execute
export DESIGN_NICKNAME = Execute
export VERILOG_FILES = /design/flow/design.v
export SDC_FILE = /design/flow/constraint.sdc
export NUM_CORES = 4
export LEC_CHECK = 1
export CORE_UTILIZATION = 50
==> flow/constraint.sdc <==
current_design Execute

set clk_period 5.1
set clk_io_pct 0.2

create_clock -name clk0 -period $clk_period

set non_clock_inputs [all_inputs -no_clocks]
set_input_delay [expr $clk_period * $clk_io_pct] -clock clk0 $non_clock_inputs
set_output_delay [expr $clk_period * $clk_io_pct] -clock clk0 [all_outputs]
==> results_dict.tcl <==
# collected from the flow reports
set metrics [dict create \
    wirelength_um 22340 \
    hold_viol_final 0 \
    cellLeakagePower_nw 2.409 \
    busiest_layer "met2" \
    drv_cap 0 \
    min_path_type "input port to output port" \
    drtAntennaViolNets 0 \
    detailed_place_hpwl_um 17390 \
    row_count 34 \
    gp_congestion 1.169 \
    port_buffers 81 \
    vdd_drop_max_v 0.00007293 \
    layout_min_cycle_time_ps 5000 \
    grt_first_pass_wirelength_um 33950 \
    synth_top_area_share 0.07743 \
    worstPathCellList "clkdlybuf4s50_1 > buf_4 > nor2_1 > nand3_1 > o2bb2ai_1 > a221oi_1 > nand3_1 > nor4_1 > buf_4 > o211ai_1 > clkdlybuf4s50_1" \
    slowest_stage "clkdlybuf4s50_1" \
    flop_cell "dlxtn_1" \
    tool_warnings 53 \
    synth-edff-count 0 \
    chipWidth_um 97.13 \
    grt_use_total 0.4716 \
    antenna_found_initial 1 \
    syn_area_mm2 0.004524 \
    setup-violations-final 0 \
    slew_viol_final 0 \
    met2_usage 0.6750 \
    drc 0 \
    p_sw_mw 0.3097 \
    fin_area_mm2 0.006050 \
    unclocked_regs 12 \
    yosys_cells 675 \
    die-area_mm2 0.009433 \
    yosys_warnings 1 \
    met1_usage 0.6269 \
    holdWs_ps 2883 \
    core_mm2 0.008721 \
    rsz0062_at_grt "yes" \
    period_used_share 0.9803 \
    untimed_endpoints 20 \
    grt_pass1_vias 5977 \
    crit_type "input port to output port" \
    yosysUniqueCellTypes 73 \
    dieHeight_um 97.13 \
    path_max_fanout 9 \
    setup_ws_ps 100.2 \
    topCellsByArea "ha_1 (7.7%), nand2_1 (5.4%), mux2i_1 (5.3%), a21oi_1 (4.6%), nor2_1 (4.2%)" \
    cp_slowest_stage_delay_ps 610 \
    switching_share 0.5476 \
    end_kind "output port" \
    wl_per_cell_um 24.71 \
    num_io_pins 81 \
    status "finished clean" \
    grt_max_degree 36 \
    yosys_area_mm2 0.004524 \
    p_per_area_mw_per_mm2 93.48 \
    vias_per_cell 7.174 \
    power_mw 0.5655 \
    crit_family "buffers and inverters" \
    syn_area_per_cell_um2 6.703 \
    synthArstFlopShare 0 \
    dr_total_vias 6485 \
    finalSetupTns_ps 0 \
    top_area_cell "ha_1" \
    worstMarginPinSlew_ps 1059 \
    initCoreUtil 0.5188 \
    layout-drive-gt1-share 0.1686 \
    fmax_mhz 200.0 \
    placed_cell_area_mm2 0.005981 \
    critPathBufInv 4 \
    netlist_instances 675 \
    relSlewSlack 0.2756 \
    grtUsageMet3 0.2160 \
    synth_flops 12 \
    cp.arrival_ps 3980 \
    critPathLaunchType "input port" \
    drtPass1Iterations 8 \
    cts_hold_buffers 0 \
    dr.first_iter.drc_count 893 \
    syn_to_final_growth_pct 33.71 \
    grt_overflow_total 0 \
    cp.required_ps 4080 \
    p_int_mw 0.2559 \
    preCtsSetupSlack_ps 49.16 \
]
==> placed cells by master (no fill, tap or decap), types with 5 or more instances in the layout <==
| cell type | netlist | layout |
|---|---|---|
| buf_4 | 1 | 99 |
| clkdlybuf4s50_1 | 0 | 74 |
| nand2_1 | 65 | 65 |
| nor2_1 | 51 | 51 |
| a21oi_1 | 42 | 42 |
| o21ai_0 | 34 | 33 |
| nor3_1 | 32 | 32 |
| ha_1 | 28 | 27 |
| inv_1 | 26 | 26 |
| mux2i_1 | 24 | 23 |
| nand3_1 | 21 | 21 |
| nor4_1 | 22 | 20 |
| xnor2_1 | 16 | 16 |
| dlxtn_1 | 12 | 12 |
| nand2b_1 | 12 | 12 |
| nand4_1 | 12 | 12 |
| xor2_1 | 11 | 11 |
| o22ai_1 | 11 | 11 |
| a221oi_1 | 11 | 10 |
| a22o_1 | 10 | 10 |
| nor2b_1 | 9 | 9 |
| a31oi_1 | 9 | 9 |
| and3_1 | 8 | 8 |
| mux4_2 | 7 | 7 |
| a222oi_1 | 7 | 7 |
| o211ai_1 | 7 | 7 |
| a211oi_1 | 7 | 7 |
| a32oi_1 | 7 | 7 |
| dlymetal6s2s_1 | 0 | 7 |
| o21a_1 | 6 | 6 |
| a22oi_1 | 6 | 6 |
| or3_1 | 5 | 5 |
| mux2_2 | 5 | 5 |
| o2111ai_1 | 5 | 5 |
| o221ai_1 | 5 | 5 |
==> metrics by stage <==
step | utilization | cells
after detailed placement | 0.6858 | 902
after global placement | 0.6858 | 902
after floorplan | - | 675
after CTS | 0.6858 | 902
after global routing | 0.6937 | 904
final | 0.6937 | 904
==> tightest hold or removal path, delay by kind of cell <==
family,cells,cell delay (ps)
AND-OR/OR-AND,1,230
buffers and inverters,2,610
==> cell type report <==
type                    instances  area, um2
inverters                      28      105.1
well taps                     108      135.1
flip-flops and latches         12      180.2
repair buffers                185       1649
diodes                          1      2.502
multi-input cells             570       3978
fillers                       735       2671
==> state kept, by name, summed over array words and instances, names as in the netlist <==
register / cells
flags: 4
DataMemoryAddress: 8
==> Yosys cell counts (4+ instances only) <==
cell type  number
o211ai_1        7
a21o_1          4
o22ai_1        11
ha_1           28
xnor2_1        16
a21oi_1        42
xor2_1         11
nor4_1         22
nand2b_1       12
buf_1           8
a22o_1         10
a2111oi_0       5
and3_1          8
nand4_1        12
a31oi_1         9
clkbuf_1       34
a22oi_1         6
a311oi_1        4
o41ai_1         4
a211o_1         4
nand2_1        65
nor2b_1         9
and2_1          4
a32oi_1         7
o221ai_1        5
nand3_1        21
inv_1          26
a211oi_1        7
buf_2          20
o21a_1          6
a221oi_1       11
nor2_1         51
o2111ai_1       5
or3_1           5
mux2_2          5
mux2i_1        24
nor3_1         32
mux4_2          7
a222oi_1        7
dlxtn_1        12
or2_2           4
o21ai_0        34
or4_1           4
==> cell families (layout without fill, tap and decap cells) <==
kind of cell	count (synthesis)	in the layout	synth area share
adder cells (fa/ha/maj)	30	30	0.08628
buffers and inverters	93	213	0.08683
latches	12	12	0.03982
AND/OR/NAND/NOR	259	259	0.2865
other	0	1	0
XOR/XNOR	27	27	0.05227
AND-OR/OR-AND	218	218	0.3479
multiplexers	36	36	0.1004
==> per-layer routing <==
| metal | share of wire | up-vias |
|---|---|---|
| met1 | 0.36 | 2883 |
| li1 | - | 2838 |
| met5 | 0.0014 | - |
| met3 | 0.18 | 126 |
| met2 | 0.40 | 636 |
| met4 | 0.056 | 2 |
==> worst paths after layout <==
check	start	to	slack, ps	cells past startpoint
min	op1[1]	datainseg[1]	2880	3
max	aluop[1]	data_output[6]	100	11
==> timing repair <==
item,CTS,global route
resized,0,19
setup buffers,0,1
hold endpoints to repair,0,0
setup endpoints to repair,0,7
